`constraint.sdc`:
```
current_design atm_fsm

set clk_period 3.1
set clk_io_pct 0.2

create_clock -name clk0 -period $clk_period [get_ports {clk}]

set non_clock_inputs [all_inputs -no_clocks]
set_input_delay [expr $clk_period * $clk_io_pct] -clock clk0 $non_clock_inputs
set_output_delay [expr $clk_period * $clk_io_pct] -clock clk0 [all_outputs]
```
`config.mk`:
```
export PLATFORM = sky130hd
export DESIGN_NAME = atm_fsm
export DESIGN_NICKNAME = atm_fsm
export VERILOG_FILES = /design/flow/design.v
export SDC_FILE = /design/flow/constraint.sdc
export NUM_CORES = 4
export LEC_CHECK = 1
export CORE_AREA = 10 10 70 70
export DIE_AREA = 0 0 80 80
```
`run.sh`:
```
#!/bin/bash
# OpenROAD 26Q1-2900-gdf79404cd8, Yosys 0.63+post, stock flow scripts
make -C /OpenROAD-flow-scripts/flow DESIGN_CONFIG=/design/flow/config.mk WORK_HOME=/design/flow/orfs finish
```
`design.v`:
```
`timescale 1ns / 1ps
module atm_fsm(input clk,reset, card_in, pin_check,withdraw1_or_balanceenq0,currentbalance1_ministatement0,amount,
               transaction_success,balance_enquiry_success,new_transaction ,
               output reg card_eject,cash_out,receipt_out, output reg [2:0] display);
parameter IDLE = 4'd0,
CARD_INSERTED =4'd1,
ENTER_PIN = 4'd2,
VERIFY_PIN = 4'd3,
MENU = 4'd4,
    ENTER_AMOUNT = 4'd5,
BALANCE_ENQUIRY = 4'd6,
    CURRENT_BALANCE = 4'd7,
    MINI_STATEMENT  = 4'd8,
PROCESSSING_TRANSACTION = 4'd9,
TRANSACTION_DONE = 4'd10,
ERROR = 4'd11;
reg [3:0] currentstate, nextstate;
task disp_eject_nextstate;
input [2:0] disp;
input eject;
input [3:0] ns;
begin
{display,card_eject,nextstate}= {disp,eject,ns};
end
endtask
always @(posedge clk, posedge reset) begin
if (reset) currentstate <= IDLE;
else currentstate <= nextstate;
end
always @(*) begin
    nextstate = currentstate;
    card_eject=0;
    display = 3'b00;
    cash_out = 0;receipt_out=0;transaction_success=0;
    case (currentstate)
        IDLE: disp_eject_nextstate(3'b000,1'b0,card_in ? CARD_INSERTED : IDLE);
        CARD_INSERTED: disp_eject_nextstate(3'b001,1'b0,ENTER_PIN);
        ENTER_PIN: disp_eject_nextstate(3'b010,1'b0,VERIFY_PIN);
        VERIFY_PIN: disp_eject_nextstate(3'b001,1'b0,pin_check ? MENU : ERROR );
        MENU:disp_eject_nextstate(3'b011, 1'b0,withdraw1_or_balanceenq0 ? ENTER_AMOUNT : BALANCE_ENQUIRY);
        ENTER_AMOUNT :disp_eject_nextstate(3'b010,1'b0, amount ? PROCESSSING_TRANSACTION : ERROR );
        PROCESSSING_TRANSACTION: begin 
        disp_eject_nextstate(3'b001,1'b0,transaction_success ? TRANSACTION_DONE: currentstate);
        end
        TRANSACTION_DONE: disp_eject_nextstate(3'b101,1'b1,new_transaction ? MENU : IDLE);
        BALANCE_ENQUIRY: disp_eject_nextstate(3'b011,1'b0,currentbalance1_ministatement0? CURRENT_BALANCE: MINI_STATEMENT);
        CURRENT_BALANCE: begin
                            if (balance_enquiry_success) begin
                             disp_eject_nextstate(3'b101,~new_transaction ,new_transaction ? MENU:IDLE );
                             receipt_out = 1;
                             end
                            else disp_eject_nextstate(3'b111,1'b1 , IDLE );
                         end
        MINI_STATEMENT: begin
                            if (balance_enquiry_success) begin
                             disp_eject_nextstate(3'b101,~new_transaction ,new_transaction ? MENU:IDLE );
                             receipt_out = 1;
                             end
                            else disp_eject_nextstate(3'b111,1'b1 , IDLE );
                         end
        ERROR: disp_eject_nextstate(3'b111,1'b1,IDLE);
        default: disp_eject_nextstate(3'b000,1'b1,IDLE);
    endcase
    cash_out = transaction_success;
end
endmodule
```
==> flow_results.xml <==
<?xml version="1.0" encoding="UTF-8"?>
<metrics>
  <group name="logic_synthesis">
    <metric name="synthDistinctLibCells" unit="">32</metric>
    <metric name="yosys_warnings" unit="">2</metric>
    <metric name="synth_largest_type_area_fraction" unit="">0.195</metric>
    <metric name="ff_type" unit="">dfrtp_1</metric>
    <metric name="synthDominantAreaCellType" unit="">dfrtp_1</metric>
    <metric name="synth.area.top_cells" unit="">dfrtp_1, buf_6, o32ai_2, o21ai_0, nor2b_1</metric>
    <metric name="ys_cells" unit="">58</metric>
    <metric name="synth_chip_area" unit="um^2">513</metric>
    <metric name="post-synth-top-count-cell" unit="">o21ai_0</metric>
    <metric name="synth.top_cells.by_count" unit="">o21ai_0, buf_6, dfrtp_1, inv_1, nor2b_1</metric>
    <metric name="async_reset_ff_frac" unit="">1.00</metric>
    <metric name="synth_seq_share" unit="">0.195</metric>
    <metric name="postSynthRegisterBits" unit="">4</metric>
    <metric name="enable_flop_cells" unit="">0</metric>
  </group>
  <group name="outcome">
    <metric name="outcome" unit="">aborted with a tool error</metric>
    <metric name="flow.stopped_at" unit="">1_2_yosys</metric>
    <metric name="run.stop_error" unit="">ERROR: Found 1 problems in &#x27;check -assert&#x27;.</metric>
  </group>
</metrics>
[logic make-up after synthesis]
family	share of synthesized area
AND/OR/NAND/NOR	0.237
buffers and inverters	0.195
flip-flops	0.195
AND-OR/OR-AND	0.337
multiplexers	0.0293
other	0.00731
